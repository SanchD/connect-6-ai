==> design/flow/design.v <==
module pointCal(
	input clk,
	input reset,
	input enaPointCal,
	input turn,
	input [26:0] dataINV,
	input [26:0] dataINH,
	input [26:0] dataINNE,
	input [26:0] dataINNW,
	output reg donePointCal,
	output reg READ,
	output reg [4:0] XlocV,
	output reg [4:0] YlocV,	
	output reg [4:0] XlocClick,
	output reg [4:0] YlocClick
	);
	localparam brdHeight = 19;
	localparam brdWidth  = 19;
	localparam STATE_START_CALC = 1;
	localparam STATE_TOTAL_WEIGHT = 2;
	localparam STATE_POINT_CLICK = 3;	
	localparam STATE_CALC_DONE = 3;	
	localparam SUBSTATE_READ_WWM = 1;
	localparam SUBSTATE_FETCH_WEIS = 2;
	localparam SUBSTATE_MAX_WEIT_LOCA = 3;
	localparam SUBSTATE_NEXT_CELL = 3;
	localparam W1 = 0;
	localparam W2 = 1;
	localparam W3 = 2;
	localparam W4 = 3;
	localparam W5 = 4;
	localparam t1 = 5;
	localparam t2 = 6;
	localparam t3 = 7;
	localparam T =  8;
	reg [2:0] mainState;
	reg [1:0] weightSubState;
	reg [4:0] i,j;
	reg [4:0] x;
	reg [4:0] y;
	reg [35:0] weightMemoryAll[0:(brdHeight-1)][0:(brdWidth-1)];
	reg [3:0] lastMaxW1;
	reg [3:0] lastMaxW2;
	reg [3:0] lastMaxW3;
	reg [3:0] lastMaxW4;
	reg [3:0] lastMaxW5;
	reg [3:0] lastMaxt1;
	reg [3:0] lastMaxt2;
	reg [3:0] lastMaxt3;
	reg [3:0] lastMaxT;
	reg [4:0] W1MaxXloc;
	reg [4:0] W1MaxYloc;
	reg [4:0] W2MaxXloc;
	reg [4:0] W2MaxYloc;
	reg [4:0] W3MaxXloc;
	reg [4:0] W3MaxYloc;
	reg [4:0] W4MaxXloc;
	reg [4:0] W4MaxYloc;
	reg [4:0] W5MaxXloc;
	reg [4:0] W5MaxYloc;
	reg [4:0] t1MaxXloc;
	reg [4:0] t1MaxYloc;
	reg [4:0] t2MaxXloc;
	reg [4:0] t2MaxYloc;
	reg [4:0] t3MaxXloc;
	reg [4:0] t3MaxYloc;
	reg [4:0] TMaxXloc;
	reg [4:0] TMaxYloc;
	initial begin
		for(i = 0; i < brdHeight; i = i + 1'b1)begin
			for(j = 0; j < brdHeight; j = j + 1'b1)begin
				weightMemoryAll[i][j] <= 35'd0;
			end
		end
		donePointCal <= 1'd0;
		XlocV <= 5'd0;
		YlocV <= 5'd0;
		XlocClick <= 5'd0;
		YlocClick <= 5'd0;	
		x <= 5'd0;
		y <= 5'd0;
		lastMaxW1 <= 4'b0;
		lastMaxW2 <= 4'b0;
		lastMaxW3 <= 4'b0;
		lastMaxW4 <= 4'b0;
		lastMaxW5 <= 4'b0;
		lastMaxt1 <= 4'b0;
		lastMaxt2 <= 4'b0;
		lastMaxt3 <= 4'b0;
		lastMaxT  <= 4'b0;
		mainState <= STATE_START_CALC;
	end
	always @ (posedge clk or posedge reset) begin
		if(reset)begin
			for(i = 0; i < brdHeight; i = i + 1'b1)begin
				for(j = 0; j < brdHeight; j = j + 1'b1)begin
					weightMemoryAll[i][j] <= 35'd0;
				end
			end
			donePointCal <= 1'd0;
			XlocV <= 5'd0;
			YlocV <= 5'd0;
			XlocClick <= 5'd0;
			YlocClick <= 5'd0;
			x <= 5'd0;
			y <= 5'd0;
			lastMaxW1 <= 4'b0;
			lastMaxW2 <= 4'b0;
			lastMaxW3 <= 4'b0;
			lastMaxW4 <= 4'b0;
			lastMaxW5 <= 4'b0;
			lastMaxt1 <= 4'b0;
			lastMaxt2 <= 4'b0;
			lastMaxt3 <= 4'b0;
			lastMaxT  <= 4'b0;
			mainState <= STATE_START_CALC;
		end 
		else begin
			case(mainState)
				STATE_START_CALC:begin
					if(enaPointCal)begin
						mainState <= STATE_TOTAL_WEIGHT;
						donePointCal <= 1'd0;
					end
				end
				STATE_TOTAL_WEIGHT:begin
					case(weightSubState)
						SUBSTATE_READ_WWM:begin
							READ <= 1'd1;
							XlocV <= x;
							YlocV <= y;
							weightSubState <= SUBSTATE_FETCH_WEIS;
						end
						SUBSTATE_FETCH_WEIS:begin
							weightMemoryAll[y][x][W1+3:W1] <= dataINV[(W1+2):W1] + dataINH[(W1+2):W1] + dataINNE[(W1+2):W1] + dataINNW[(W1+2):W1];
							weightMemoryAll[y][x][3*W2+3:3*W2] <= dataINV[(3*W2+2):3*W2] + dataINH[(3*W2+2):3*W2] + dataINNE[(3*W2+2):3*W2] + dataINNW[(3*W2+2):3*W2];
							weightMemoryAll[y][x][3*W3+3:3*W3] <= dataINV[(3*W3+2):3*W3] + dataINH[(3*W3+2):3*W3] + dataINNE[(3*W3+2):3*W3] + dataINNW[(3*W3+2):3*W3];
							weightMemoryAll[y][x][3*W4+3:3*W4] <= dataINV[(3*W4+2):3*W4] + dataINH[(3*W4+2):3*W4] + dataINNE[(3*W4+2):3*W4] + dataINNW[(3*W4+2):3*W4];
							weightMemoryAll[y][x][3*W5+3:3*W5] <= dataINV[(3*W5+2):3*W5] + dataINH[(3*W5+2):3*W5] + dataINNE[(3*W5+2):3*W5] + dataINNW[(3*W5+2):3*W5];
							weightMemoryAll[y][x][3*t1+3:3*t1] <= dataINV[(3*t1+2):3*t1] + dataINH[(3*t1+2):3*t1] + dataINNE[(3*t1+2):3*t1] + dataINNW[(3*t1+2):3*t1];
							weightMemoryAll[y][x][3*t2+3:3*t2] <= dataINV[(3*t2+2):3*t2] + dataINH[(3*t2+2):3*t2] + dataINNE[(3*t2+2):3*t2] + dataINNW[(3*t2+2):3*t2];
							weightMemoryAll[y][x][3*t3+3:3*t3] <= dataINV[(3*t3+2):3*t3] + dataINH[(3*t3+2):3*t3] + dataINNE[(3*t3+2):3*t3] + dataINNW[(3*t3+2):3*t3];
							weightMemoryAll[y][x][3*T+3:3*T] <= dataINV[(3*T+2):3*T] + dataINH[(3*T+2):3*T] + dataINNE[(3*T+2):3*T] + dataINNW[(3*T+2):3*T];
							weightSubState <= SUBSTATE_MAX_WEIT_LOCA;
						end
						SUBSTATE_MAX_WEIT_LOCA:begin
							if((weightMemoryAll[y][x][W1+3:W1] > 0)&&(weightMemoryAll[y][x][W1+3:W1] > lastMaxW1))begin
								lastMaxW1 <= weightMemoryAll[y][x][W1+3:W1];
								W1MaxXloc <= x;
								W1MaxYloc <= y;
							end	
							if((weightMemoryAll[y][x][3*W2+3:3*W2] > 0)&&(weightMemoryAll[y][x][3*W2+3:3*W2] > lastMaxW1))begin
								lastMaxW2 <= weightMemoryAll[y][x][3*W2+3:3*W2];
								W2MaxXloc <= x;
								W2MaxYloc <= y;
							end	
							if((weightMemoryAll[y][x][3*W3+3:3*W3] > 0)&&(weightMemoryAll[y][x][3*W3+3:3*W3] > lastMaxW1))begin
								lastMaxW3 <= weightMemoryAll[y][x][3*W3+3:3*W3];
								W3MaxXloc <= x;
								W3MaxYloc <= y;
							end	
							if((weightMemoryAll[y][x][3*W4+3:3*W4] > 0)&&(weightMemoryAll[y][x][3*W4+3:3*W4] > lastMaxW1))begin
								lastMaxW4 <= weightMemoryAll[y][x][3*W4+3:3*W4];
								W4MaxXloc <= x;
								W4MaxYloc <= y;
							end	
							if((weightMemoryAll[y][x][3*W5+3:3*W5] > 0)&&(weightMemoryAll[y][x][3*W5+3:3*W5] > lastMaxW1))begin
								lastMaxW5 <= weightMemoryAll[y][x][3*W5+3:3*W5];
								W5MaxXloc <= x;
								W5MaxYloc <= y;
							end	
							if((weightMemoryAll[y][x][3*t1+3:3*t1] > 0)&&(weightMemoryAll[y][x][3*t1+3:3*t1] > lastMaxW1))begin
								lastMaxt1 <= weightMemoryAll[y][x][3*t1+3:3*t1];
								t1MaxXloc <= x;
								t1MaxYloc <= y;
							end	                 
							if((weightMemoryAll[y][x][3*t2+3:3*t2] > 0)&&(weightMemoryAll[y][x][3*t2+3:3*t2] > lastMaxW1))begin
								lastMaxt2 <= weightMemoryAll[y][x][3*t2+3:3*t2];
								t2MaxXloc <= x;
								t2MaxYloc <= y;
							end	                  
							if((weightMemoryAll[y][x][3*t3+3:3*t3] > 0)&&(weightMemoryAll[y][x][3*t3+3:3*t3] > lastMaxW1))begin
								lastMaxt3 <= weightMemoryAll[y][x][3*t3+3:3*t3];
								t3MaxXloc <= x;
								t3MaxYloc <= y;
							end	                  
							if((weightMemoryAll[y][x][3*T+3:3*T] > 0)&&(weightMemoryAll[y][x][3*T+3:3*T] > lastMaxW1))begin
								lastMaxT <= weightMemoryAll[y][x][3*T+3:3*T];
								TMaxXloc <= x;
								TMaxYloc <= y;	
							end								
							weightSubState <= SUBSTATE_NEXT_CELL;
						end
						SUBSTATE_NEXT_CELL:begin
							READ <= 1'd0;
							x <= x + 5'd1;
							if(x >= brdWidth)begin
								x <= 5'd0;								
								y <= y + 5'd1;
								weightSubState <= SUBSTATE_READ_WWM;
								if(y >= brdHeight)begin
									y <= 5'd0;
									mainState <= STATE_POINT_CLICK;
								end
							end
						end						
					endcase
					end
					STATE_POINT_CLICK:begin
					     if(~turn)begin  
							if(lastMaxW5 > 0)begin
								XlocClick <= W5MaxXloc;
								YlocClick <= W5MaxYloc;								
							end	
							else if(lastMaxW4 > 0)begin
								XlocClick <= W4MaxXloc;
								YlocClick <= W4MaxYloc;								
							end						
							else if(lastMaxT > 0)begin
								XlocClick <= TMaxXloc;
								YlocClick <= TMaxYloc;								
							end
							else if(lastMaxW3 > 0)begin
								XlocClick <= W3MaxXloc;
								YlocClick <= W3MaxYloc;								
							end
							else if(lastMaxt3 > 0)begin
								XlocClick <= t3MaxXloc;
								YlocClick <= t3MaxYloc;								
							end
							else if(lastMaxW2 > 0)begin
								XlocClick <= W2MaxXloc;
								YlocClick <= W2MaxYloc;								
							end
							else if(lastMaxt2 > 0)begin
								XlocClick <= t2MaxXloc;
								YlocClick <= t2MaxYloc;								
							end
							else if(lastMaxW1 > 0)begin
								XlocClick <= W1MaxXloc;
								YlocClick <= W1MaxYloc;								
							end
							else if(lastMaxt1 > 0)begin
								XlocClick <= t1MaxXloc;
								YlocClick <= t1MaxYloc;								
							end		
							else begin
								XlocClick <= 4'd10;
								YlocClick <= 4'd10;
							end 
						 end
						 else begin 
							if(lastMaxW5 > 0)begin
								XlocClick <= W5MaxXloc;
								YlocClick <= W5MaxYloc;								
							end	
							else if(lastMaxT > 0)begin
								XlocClick <= TMaxXloc;
								YlocClick <= TMaxYloc;								
							end						
							else if(lastMaxW4 > 0)begin
								XlocClick <= W4MaxXloc;
								YlocClick <= W4MaxYloc;								
							end
							else if(lastMaxW3 > 0)begin
								XlocClick <= W3MaxXloc;
								YlocClick <= W3MaxYloc;								
							end
							else if(lastMaxt3 > 0)begin
								XlocClick <= t3MaxXloc;
								YlocClick <= t3MaxYloc;								
							end
							else if(lastMaxW2 > 0)begin
								XlocClick <= W2MaxXloc;
								YlocClick <= W2MaxYloc;								
							end
							else if(lastMaxt2 > 0)begin
								XlocClick <= t2MaxXloc;
								YlocClick <= t2MaxYloc;								
							end
							else if(lastMaxW1 > 0)begin
								XlocClick <= W1MaxXloc;
								YlocClick <= W1MaxYloc;								
							end
							else if(lastMaxt1 > 0)begin
								XlocClick <= t1MaxXloc;
								YlocClick <= t1MaxYloc;								
							end	
							else begin
								XlocClick <= 4'd10;
								YlocClick <= 4'd10;
							end 
						 end
						 donePointCal <= 1'd1;
						 mainState <= STATE_CALC_DONE;
					end
					STATE_CALC_DONE:begin						
						mainState <= STATE_START_CALC;
					end
			endcase
		end 
	end	
endmodule 
==> design/flow/run.sh <==
#!/bin/bash
# OpenROAD 26Q1-2900-gdf79404cd8, Yosys 0.63+post, stock flow scripts
make -C /OpenROAD-flow-scripts/flow DESIGN_CONFIG=/design/flow/config.mk WORK_HOME=/design/flow/orfs finish
==> design/flow/config.mk <==
export PLATFORM = sky130hd
export DESIGN_NAME = pointCal
export DESIGN_NICKNAME = pointCal
export VERILOG_FILES = /design/flow/design.v
export SDC_FILE = /design/flow/constraint.sdc
export NUM_CORES = 4
export LEC_CHECK = 1
export CORE_UTILIZATION = 30
==> design/flow/constraint.sdc <==
current_design pointCal

set clk_period 3.2
set clk_io_pct 0.2

create_clock -name clk0 -period $clk_period [get_ports {clk}]

set non_clock_inputs [all_inputs -no_clocks]
set_input_delay [expr $clk_period * $clk_io_pct] -clock clk0 $non_clock_inputs
set_output_delay [expr $clk_period * $clk_io_pct] -clock clk0 [all_outputs]
==> results.json <==
{
  "outcome": "complete, no violations",
  "required_ns": 3.39,
  "slew_violations": 0,
  "numPortBuffers": 115,
  "drive_above_1_share": 0.114,
  "synthArstFlopShare": 0.971,
  "drc": 0,
  "powerDensity_mw_per_mm2": 660,
  "slowest_stage": "fa_1",
  "die_y_um": 135,
  "netlist_area_mm2": 0.00528,
  "insertion_delay_ns": 0.32,
  "die-area_mm2": 0.0181,
  "cts.clk_slew.worst_paths_ns": 0.05,
  "yosysMostFrequentCell": "dfrtp_1",
  "first_iter_violations": 104,
  "ys_seq_frac": 0.330,
  "ys_cells": 446,
  "antenna_found_initial": 0,
  "hold_violations": 0,
  "hpwl_um": 7650,
  "tightest_slew_ns": 0.535,
  "maxClockFrequency_mhz": 354,
  "synth.distinct_cells": 36,
  "post_cts_buffers": 0,
  "coreArea_mm2": 0.0172,
  "synthXorXnorAreaFrac": 0.0829,
  "finalInstanceArea_mm2": 0.00695,
  "clk_path_buf_depth": 2,
  "grt_first_pass_wirelength_um": 16700,
  "logic_family": "adder cells",
  "p_leak_nw": 3.11,
  "edf_count": 0,
  "reg2reg_depth": 6,
  "mux_area_frac": 0.132,
  "finalSetupViolCount": 0,
  "synth_top_cell_by_area": "dfrtp_1",
  "yosysWarningCount": 2,
  "cpPeakStageDelay_ns": 0.52,
  "r2r_slack_ns": 1.09,
  "fin_ws_ns": 0.379,
  "holdPathStages": 1,
  "ctsResizeCount": 0,
  "top_cells_by_area": "dfrtp_1 (32%), ha_1 (13%), fa_1 (11%), mux2_4 (6.8%), mux2_1 (6.2%)",
  "adder_share": 0.242,
  "drtAntennaViolNets": 0,
  "grt-ovfl-total": 0,
  "crit_type": "in -> reg",
  "clock-sinks": 70,
  "place.gp.congestion": 0.794,
  "finalSetupTns_ns": 0,
  "worst_hold_startpoint": "weightSubState[0]$_DFF_P_",
  "ctsHoldBuffers": 0,
  "r2r_end": "lastMaxT[2]$_DFFE_PP0P_",
  "maxSlewHeadroom": 0.643,
  "root_buffer": "clkbuf_16",
  "cts_made_buffers": 9,
  "crit_chain": "clkdlybuf4s50_1 -> fa_1 -> fa_1 -> ha_1 -> inv_1 -> fa_1 -> xor2_1 -> xnor2_1 -> o21ai_1",
  "dp_slack_ns": 0.0193,
  "fin_cells": 796,
  "ys_ff": 70,
  "rsz0062_at_grt": "false",
  "ff_type": "dfrtp_1",
  "antennaDiodeCount": 0,
  "grt_max_degree": 39,
  "crit_path_start_kind": "input pin",
  "cts_tree": "done",
  "die-width_um": 135,
  "aoi_share": 0.0663,
  "io_pins": 134,
  "track_usage": 0.116,
  "worstHoldEndpoint": "weightSubState[0]$_DFF_P_",
  "num_vias": 3516,
  "cp-end-kind": "flop",
  "first_global_vias": 3605,
  "min_period_ns": 2.82,
  "holdCritPathClass": "reg -> reg",
  "critPathMaxFanout": 1,
  "fin_crit_sh": 0.882,
  "place_inst": 780,
  "maxCapViolCount": 0,
  "worst-endpoint-arrival_ns": 3.01,
  "num_rows": 48,
  "placed_area_mm2": 0.00663,
  "finClkSkew_ns": 0.00336,
  "ir_drop_mv": 0.371,
  "critPathMostFrequentCell": "fa_1",
  "timing.rr.start": "lastMaxW1[2]$_DFFE_PP0P_",
  "htree_levels": 3,
  "synth.cellmix.simpleShare": 0.0734,
  "drt-vias-per-instance": 4.42,
  "synth_top_area_share": 0.317,
  "ys_area_mm2": 0.00528,
  "synth.avg_cell_area_um2": 11.8,
  "power.total_mw": 4.59,
  "dr.pass1.iters": 4,
  "routedWlPerCell_um": 12.0,
  "common_cells": "dfrtp_1 (67), inv_1 (57), ha_1 (54)",
  "floorplan.core_util": 0.306,
  "wl_um": 9590,
  "stage_log_warnings": 26,
  "area_growth_pct": 31.5,
  "netlist_instances": 446
}
power by group:
group,switching (mW),internal [mW]
sequential,0.229,1.14
clock,0.347,0.688
combinational,0.942,1.24
registers in the layout, summed over array words and instances, names as in the netlist:
signal and cells:
lastMaxW1 4, mainState 2, lastMaxW3 4, donePointCal 1
lastMaxT 4, YlocClick 1, weightSubState 2, weightMemoryAll 28
lastMaxW5 4, lastMaxW2 4, lastMaxt3 4, lastMaxt1 4
lastMaxt2 4, lastMaxW4 4
critical path, delay by kind of cell:
kind,cells,cell delay [ns]
adder cells (fa/ha/maj),4,1.53
XOR/XNOR,2,0.30
AND-OR/OR-AND,1,0.07
buffers and inverters,2,0.47
cell families (layout without fill, tap and decap cells):
kind of cell,count (synthesis),after routing
fa+ha+maj,84,84
buf+inv,82,191
flops,70,70
simple gates,64,64
mux,54,54
xor+xnor,50,50
compound gates,41,41
other cells,1,17
per-layer routing:
| metal | share of wire | track usage | vias to the layer above | wire length [um] |
|---|---|---|---|---|
| li1 | - | - | 1735 | - |
| met1 | 0.46 | 0.171 | 1710 | 4440 |
| met2 | 0.49 | 0.191 | 65 | 4740 |
| met3 | 0.037 | 0.0222 | 6 | 356 |
| met4 | 0.0058 | 0.00687 | 0 | 56 |
| met5 | 0 | 0 | - | 0 |
placed cells by master, fill, tap and decap left out, types with 2 or more instances in the layout:
cell type and n:
clkbuf_8 4, ha_1 54, o22ai_1 3, dfxtp_1 2
o221a_2 3, o21ai_1 10, nand3_1 3, o211ai_2 6
a21oi_4 6, nor2b_1 6, nand2_1 15, conb_1 17
a21oi_1 9, dfrtp_1 67, nand3_2 6, buf_4 3
nand3b_1 2, xnor2_1 33, nand4_1 8, or4_1 7
fa_1 30, clkbuf_16 9, nor2_1 3, inv_1 56
xor2_1 17, mux2_4 24, mux2_1 29, clkdlybuf4s50_1 115
nor4_1 12
worst max path at each step:
stage | from | endpoint | slack (ns) | depth (start not counted)
5_1_grt | dataINV[25] | weightMemoryAll[0][27]$_DFFE_PP0P_ | 0.24 | 9
4_1_cts | dataINV[25] | weightMemoryAll[0][27]$_DFFE_PP0P_ | 0.36 | 9
6_report | dataINV[25] | weightMemoryAll[0][27]$_DFFE_PP0P_ | 0.38 | 9
stage by stage:
stage | hold slack [ns] | util
after global routing | 0.465 | 0.403
after detailed placement | 0.440 | 0.384
after floorplan | 0.422 | -
after global placement | 0.430 | 0.384
final | 0.449 | 0.403
after CTS | 0.451 | 0.403
final cells by class:
type	instances	area [um^2]
Inverter	57	214
Timing Repair Buffer	118	1170
Tap cell	225	282
Multi-Input combinational cell	310	3210
Sequential cell	70	1740
Clock inverter	2	37.5
Fill cell	1569	10300
Clock buffer	14	284
Power figures rest on the tool's default switching activity, not on a simulated workload.
