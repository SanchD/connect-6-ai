==> design/flow/design.v <==
module boardMemory(
	input clk,
	input reset,
	input READ,
	input WRITE,
	input [4:0] Xloc,
	input [4:0] Yloc,
	input [1:0] dataIN,
	input [4:0] XlocV,
	input [4:0] YlocV,
	input [4:0] XlocH,
	input [4:0] YlocH,
	input [4:0] XlocNE,
	input [4:0] YlocNE,
	input [4:0] XlocNW,
	input [4:0] YlocNW,
	output reg [1:0] verticleDataOUT,
	output reg [1:0] horizontalDataOUT,
	output reg [1:0] NEDataOUT,
	output reg [1:0] NWDataOUT
	);
	localparam brdHeight = 19;
	localparam brdWidth  = 19;
	reg [4:0] i,j;
	reg [1:0] memArray[0:brdHeight-1][0:brdWidth-1];
	initial begin
		for(i = 0; i < brdHeight; i = i + 1'b1)begin
			for(j = 0; j < brdHeight; j = j + 1'b1)begin
				memArray[i][j] <= 2'd0;
			end
		end
		verticleDataOUT <= 2'd0;
		horizontalDataOUT <= 2'd0;
		NEDataOUT <= 2'd0;
		NWDataOUT <= 2'd0;					
	end
	always @ (posedge clk or posedge reset) begin
		if(reset)begin
			for(i = 0; i < brdHeight; i = i + 1'b1)begin
				for(j = 0; j < brdHeight; j = j + 1'b1)begin
					memArray[i][j] <= 2'd0;
				end
			end
			verticleDataOUT <= 2'd0;
			horizontalDataOUT <= 2'd0;
			NEDataOUT <= 2'd0;
			NWDataOUT <= 2'd0;			
		end
		else begin
			if(READ) begin
				verticleDataOUT <= memArray[YlocV][XlocV];
				horizontalDataOUT <= memArray[YlocH][XlocH];
				NEDataOUT <= memArray[YlocNE][XlocNE];
				NWDataOUT <= memArray[YlocNW][XlocNW];
			end
			else if(WRITE) begin 
				memArray[Yloc][Xloc] <= dataIN;
			end
		end 
	end
endmodule 
==> design/flow/run.sh <==
#!/bin/bash
# OpenROAD 26Q1-2900-gdf79404cd8, Yosys 0.63+post, stock flow scripts
make -C /OpenROAD-flow-scripts/flow DESIGN_CONFIG=/design/flow/config.mk WORK_HOME=/design/flow/orfs finish
==> design/flow/config.mk <==
export PLATFORM = sky130hd
export DESIGN_NAME = boardMemory
export DESIGN_NICKNAME = boardMemory
export VERILOG_FILES = /design/flow/design.v
export SDC_FILE = /design/flow/constraint.sdc
export NUM_CORES = 4
export LEC_CHECK = 1
export CORE_UTILIZATION = 40
==> design/flow/constraint.sdc <==
current_design boardMemory

set clk_period 3.5
set clk_io_pct 0.2

create_clock -name clk0 -period $clk_period [get_ports {clk}]

set non_clock_inputs [all_inputs -no_clocks]
set_input_delay [expr $clk_period * $clk_io_pct] -clock clk0 $non_clock_inputs
set_output_delay [expr $clk_period * $clk_io_pct] -clock clk0 [all_outputs]
==> changes_impl.md <==
### Implementation results

- Outcome: stopped before the end
- Stopped at: global routing (5_1_grt)
- Stop err: [ERROR GRT-0116] Global routing finished with congestion. Check the congestion regions in the DRC Viewer.
- Number of enable flip-flop cells: 0
- Synth Warn #: 2
- Async SR Flop Fraction: 100%
- Area share of the largest cell type after synthesis: about a quarter
- Die width: approximately 420 µm
- Register share after synthesis: 26.7%
- Synth top cell by count: nand2_1
- Count of state elements after synthesis: approximately 730
- Largest net degree at the start of global routing: 130
- Clock Tree Buf Depth: 3
- Dominant flop cell: dfrtp_1
- PortBufs: between 60 and 70
- Synth area leader: dfrtp_1
- Placer Congestion: roughly 2.4
- Global-route wire length before repair: 1,230,000 µm
- Synthesized area: around 69,000 µm²
- Fp util: 40.4%
- Tot GR Track Use: 108%
- Post-Syn Instances: around 8,500
- Post-DP HPWL: around 540,000 µm
- Rows: between 150 and 200
- Netlist cell types: approximately 96
- TritonCTS Buffers: just under 80
- Ports: approximately 64
- Cell area leaders: dfrtp_1 27%, mux2_2 12%, a22oi_1 5.0%
- Synth top cells by count: 803 x nand2_1, 736 x mux2_2, 730 x dfrtp_1
- Chip Area, Yosys: between 60,000 and 70,000 µm²
- CTS root buf: clkbuf_16
- Vias in the first global route: 120,961
- Syn Area/Cell: slightly above 8 µm²
- Clock sinks: about 730
- Cell count in the Yosys report: 8,481
- Total gr overflow: between 20,000 and 30,000
- H-Tree Depth: 3
- Die Y: around 420 µm
## per-layer routing
metal / overflow / global-route usage [%]
met1: 6571 / 104
met2: 11269 / 123
met3: 3811 / 99.6
met4: 2970 / 102
met5: 404 / 91.3
## stage by stage
stage	total power [mW]	cells	setup slack, ns	cell area, µm²
after CTS	57.8	13030	-1.49	103000
after detailed placement	45.5	12658	-3.49	93400
after global placement	45.5	12658	-3.48	93400
after floorplan	22.7	8481	-7.20	69300
## cell families after synthesis
| group | share of synthesized area, % |
|---|---|
| AND-OR/OR-AND | 32.9 |
| AND/OR/NAND/NOR | 19.6 |
| buffers and inverters | 5.43 |
| multiplexers | 12.9 |
| flip-flops | 26.7 |
| adder cells (fa/ha/maj) | 2.15 |
| XOR/XNOR | 0.416 |
## timing repair
item | in CTS
setup buffers | 223
resized | 1233
setup endpoints to repair | 730
hold buffers | 0
cloned | 22
pin swaps | 330
Power figures rest on the tool's default switching activity, not on a simulated workload.
