File: /design/flow/config.mk
export PLATFORM = sky130hd
export DESIGN_NAME = scanNW
export DESIGN_NICKNAME = scanNW
export VERILOG_FILES = /design/flow/design.v
export SDC_FILE = /design/flow/constraint.sdc
export NUM_CORES = 4
export LEC_CHECK = 1
export CORE_UTILIZATION = 50
File: /design/flow/constraint.sdc
current_design scanNW

set clk_period 6.9
set clk_io_pct 0.2

create_clock -name clk0 -period $clk_period [get_ports {clk}]

set non_clock_inputs [all_inputs -no_clocks]
set_input_delay [expr $clk_period * $clk_io_pct] -clock clk0 $non_clock_inputs
set_output_delay [expr $clk_period * $clk_io_pct] -clock clk0 [all_outputs]
File: /design/flow/design.v
module scanNW(
		input clk,
		input reset,
		input enaScan,
		input colour,  
		input [1:0] verticleDataIN ,
		output reg doneScan,
		output reg enaRead,
		output reg enaWRITE,
		output reg [4:0] XlocV,
		output reg [4:0] YlocV,
		output reg [3:0] weight
	);
	localparam k = 6;
	localparam brdHeight = 19;
	localparam brdWidth = 19;
	localparam Black = 0;
	localparam White = 1;
	localparam Empty = 2;
	localparam W1 = 4'd0;
	localparam W2 = 4'd1;
	localparam W3 = 4'd2;
	localparam W4 = 4'd3;
	localparam W5 = 4'd4;
	localparam t1 = 4'd5;
	localparam t2 = 4'd6;
	localparam t3 = 4'd7;
	localparam T  = 4'd8;
	localparam STATE_START_SCAN   = 1;
	localparam STATE_MEMOR_FETCH  = 2;
	localparam STATE_PRCSS_WEIGHT = 3;
	localparam STATE_STORE_WEIGHT = 4;
	localparam STATE_NEXT_WINDOW  = 5;
	localparam STATE_NEXT_LINE 	  = 6;
	localparam SUBSTATE_ADRS = 1;
	localparam SUBSTATE_READ = 2;
	localparam SUBSTATE_WEIG_CAL_B = 1;
	localparam SUBSTATE_WEIG_CAL_W = 2;
	reg [2:0] mainState;
	reg [1:0] memSubstate;
	reg [1:0] weigSubstate;	
	reg [2:0] whiteCount;
	reg [2:0] blackCount;
	reg [4:0] lastEmptyCell;
	reg [5:0] DiagonalNW;
	reg [4:0] x;
	reg [4:0] y;
	reg [4:0] i;
	reg [4:0] j; 
	reg [2:0] z;
	reg [1:0] tempData [0:18];
	initial begin
		mainState <= STATE_START_SCAN;
		memSubstate <= SUBSTATE_ADRS;
		weigSubstate <= SUBSTATE_WEIG_CAL_W;
		DiagonalNW <= 6'd5;
		doneScan <= 0;
		weight <= 0;
		x <= 0;
		y <= 0;
		i <= 0;
		j <= 0;
	end
	always @ (posedge clk or posedge reset)	begin
		if(reset) begin
			mainState    <= STATE_START_SCAN;
			memSubstate  <= SUBSTATE_ADRS;
			weigSubstate <= SUBSTATE_WEIG_CAL_W;
			DiagonalNW   <= 6'd5;
			doneScan     <= 0;
			weight 		 <= 0;
			x <= 0;
			y <= 5'd5;
			i <= 0;
			j <= 0;
		end
		else begin
			case(mainState)
				STATE_START_SCAN: begin
					if(enaScan)begin
						mainState <= STATE_MEMOR_FETCH;
						doneScan <= 1'd0;
					end
				end
				STATE_MEMOR_FETCH: begin
					if(DiagonalNW < brdHeight)begin
						case(memSubstate)
							SUBSTATE_ADRS: begin
								XlocV <= x;
								YlocV <= (brdHeight-1'b1) - DiagonalNW + y;
								enaRead <= 1'd1;
								memSubstate <= SUBSTATE_READ;							
							end
							SUBSTATE_READ: begin
								tempData[x] <= verticleDataIN; 								
								x <= x + 5'd1;
								y <= y + 5'd1;
								if((x > DiagonalNW)||(y > DiagonalNW))begin
									mainState <= STATE_PRCSS_WEIGHT;
									enaRead <= 1'd0;
									x <= 5'd0;
									y <= 5'd0;
								memSubstate <= SUBSTATE_ADRS;
								end									
							end
						endcase
					end
					else begin
						case(memSubstate)
							SUBSTATE_ADRS: begin
								XlocV <= DiagonalNW - (brdHeight-1'b1) + x;
								YlocV <= y;
								enaRead <= 1'd1;
								memSubstate <= SUBSTATE_READ;							
							end
							SUBSTATE_READ: begin
								tempData[x] <= verticleDataIN; 
								x <= x + 5'd1;
								y <= y + 5'd1;
								if(XlocV > (brdHeight-1))begin
									mainState <= STATE_PRCSS_WEIGHT;
									enaRead <= 1'd0;
									x <= 5'd0;
									y <= 5'd0;
								end										
								memSubstate <= SUBSTATE_ADRS;
							end
						endcase						
					end
				end
				STATE_PRCSS_WEIGHT:begin
					if(tempData[i+j] == Black)begin
						blackCount <= blackCount + 3'd1;
					end
					else if(tempData[i+j] == White)begin
						whiteCount <= whiteCount + 3'd1;
					end
					else if(tempData[i+j] == Empty)begin
						lastEmptyCell <= i+j;
					end
					j = j + 3'd1;
					if(j >= k)begin
						j <= 0;
						mainState <= STATE_STORE_WEIGHT;
					end
				end
				STATE_STORE_WEIGHT:begin
					if(tempData[i+j] == Empty)begin
						case(weigSubstate)
							SUBSTATE_WEIG_CAL_B:begin
								if( blackCount > 0 )begin							
									if(colour && (blackCount > 3))begin
										if(DiagonalNW < brdHeight)begin
											XlocV <= lastEmptyCell;
											YlocV <= ((brdHeight-1'b1) - DiagonalNW) + lastEmptyCell;
											weight <= T;
										end
										else begin
											XlocV <= DiagonalNW - (brdHeight-1'b1) + lastEmptyCell;
											YlocV <= lastEmptyCell;
											weight <= T;
										end
										enaWRITE <= 1'd1;
									end
									else begin
										if(DiagonalNW < brdHeight)begin
											XlocV <= i+j;
											YlocV <= ((brdHeight-1'b1) - DiagonalNW) + (i+j);
										end
										else begin
											XlocV <= DiagonalNW - (brdHeight-1'b1) + (i+j);
											YlocV <= (i+j);
										end	
										if(colour)begin
											weight <= W5 + blackCount;
										end 
										else begin
											weight <= blackCount;
										end
										blackCount <= 0;
										enaWRITE <= 1'd1;
									end
								end
								weigSubstate <= SUBSTATE_WEIG_CAL_W;
							end
							SUBSTATE_WEIG_CAL_W:begin
								if( whiteCount > 0 )begin							
									if((~colour) && (whiteCount > 3))begin
										if(DiagonalNW < brdHeight)begin
											XlocV <= lastEmptyCell;
											YlocV <= ((brdHeight-1'b1) - DiagonalNW) + lastEmptyCell;
											weight <= T;
										end
										else begin
											XlocV <= DiagonalNW - (brdHeight-1'b1) + lastEmptyCell;
											YlocV <= lastEmptyCell;
											weight <= T;
										end
										enaWRITE <= 1'd1;
									end	
									else begin
										if(DiagonalNW < brdHeight)begin
											XlocV <= i+j;
											YlocV <= ((brdHeight-1'b1) - DiagonalNW) + (i+j);
										end
										else begin
											XlocV <= DiagonalNW - (brdHeight-1'b1) + (i+j);
											YlocV <= (brdHeight-1'b1) - (i+j);
										end	
										if(colour)begin
											weight <= whiteCount;
										end 
										else begin
											weight <= W5 + whiteCount;
										end	
										whiteCount <= 0;
										enaWRITE <= 1'd1;										
									end
								end
								weigSubstate <= SUBSTATE_WEIG_CAL_B;
								j = j + 3'd1;
								if(j >= k)begin
									j <= 0;
									mainState <= STATE_NEXT_WINDOW;
								end
							end
						endcase
						end
					end 
				STATE_NEXT_WINDOW: begin
					enaWRITE <= 1'd0;
					i <= i + (3'd1);
					mainState <= STATE_PRCSS_WEIGHT;
					if(i > (DiagonalNW + 1 - k))begin
						mainState <= STATE_NEXT_LINE;
						i <= 0;
					end
				end
				STATE_NEXT_LINE: begin
					DiagonalNW = DiagonalNW + 3'd1;
					mainState <= STATE_MEMOR_FETCH;
					if(DiagonalNW >= (brdHeight + brdWidth - 1 - k))begin
						mainState <= STATE_START_SCAN;
						doneScan <= 1'd1;
						DiagonalNW <= 6'd5;
					end
				end
			endcase
		end;
	end
endmodule 
File: /design/flow/run.sh
#!/bin/bash
# OpenROAD 26Q1-2900-gdf79404cd8, Yosys 0.63+post, stock flow scripts
make -C /OpenROAD-flow-scripts/flow DESIGN_CONFIG=/design/flow/config.mk WORK_HOME=/design/flow/orfs finish
==> ci_impl_report.md <==
### Metrics collected by this job

| Metric | Value |
|---|---|
| Unrepaired setup endpoints after global routing | false |
| CTS tree | built |
| First-pass detailed-route iteration total | 6 |
| Hold path cells | 1 |
| RR Startpoint | j[0]$_DFFE_PP0P_ |
| Yosys top cell by area | edfxtp_1 |
| Top_reg_cell synth | edfxtp_1 |
| Clk pin slew, worst setup/hold paths | 80 ps |
| DRC marker count from the first detailed-route iteration | ~320 |
| Post-synth regs | ~99 |
| Max-slew violations | 0 |
| MaxCap Viol Count | 0 |
| Worst VDD drop | 152 µV |
| Met3 Usage GRT | under 10% |
| Slew @ Worst Pin | around 800 ps |
| Post-CTS Resized | 0 |
| Core utilization at floorplan | between 50% and 60% |
| Start point of the worst hold path | weight[3]$_DFFE_PP0P_ |
| Post-Syn Instances | approximately 760 |
| Ys cells | roughly 760 |
| Routed WL | 18600 µm |
| Sink Count | 99 |
| First-pass GRT wire length | 29900 µm |
| Cells on worst reg2reg path | 12 |
| Initial antenna violation count | 0 |
| WL per Instance | between 15 and 20 µm |
| CTS Buf Count | 9 |
| Root Driver | clkbuf_16 |
| Post-route DRC | 0 |
| Status | finished clean |
| Most frequent cell after synthesis | ha_1 |
| EDFF count, synth | 61 |
| Inserted Diodes | 0 |
| Reg2Reg Capture Point | whiteCount[2]$_SDFFCE_PP0P_ |
| P per Cell Area | approximately 150 nW/µm² |
| Slew headroom | a little under half |
| Busiest grt layer | met2 |
| H-tree Lvls | 3 |
| Synthesized area per cell | 9.56 µm² |
| RD Place Congestion | approximately 0.94 |
| Layout cell share with drive strength beyond 1 | 6.97% |
| GRT Util Overall | between 20% and 30% |
| Yosys cell types | ~75 |
| I/O pins | 23 |
| Detailed-route vias per instance | roughly 6 |
| Async SR Flop Fraction | 38.4% |
| Tmin final | between 4000 and 5000 ps |
| Top-area cell type share of the netlist area | between 20 and 30% |
| Post-CTS Setup Bufs | 0 |
| Die X-Extent | between 100 and 150 µm |
| Grt met1 use | 39.6% |
| Overflow after GRT | 0 |
| Startpoint types | flip-flop |
| Area Overhead vs Synth | 9.44% |
| Hold crit path type | reg2reg |
| Final count of hold timing violations | 0 |
| Top cells by area | edfxtp_1 25%, ha_1 12%, dfrtp_1 11% |
| Grt met2 use | a little over two fifths |
| Critical path type | reg2reg |
| Fin crit share | approximately two thirds |
| P_leak | between 3 and 4 nW |
| Setup violations, final | 0 |
| Chip area in the Yosys report | about 7300 µm² |
| CP Data Arrival Time | 4630 ps |
| Core area | between 10000 and 15000 µm² |
| Largest net degree at the start of global routing | ~41 |
| Hold endpoint | weight[3]$_DFFE_PP0P_ |
| Routed vias | 5715 |
| Yosys warning tally | 2 |
| Register share after synthesis | a little under two fifths |
| Number of port buffers | 22 |
| Tool warnings | 44 |
| Vias in the first global route | ~5600 |
| CP endpoint kind | flip-flop |
| Hold slack | about 500 ps |
| Total die size | 15100 µm² |
| Setup slack, reg-to-reg | 2280 ps |
| Setup TNS | 0 ps |
| Hpwl dp | 13700 µm |
| Clock tree buffer depth | 2 |
| Req. time, crit path | 6900 ps |
| Crit-path max FO | 11 |
| Post-cts hold buffer count | 0 |
| Top cells by count, synth | 68 x ha_1, 66 x nand2_1, 61 x edfxtp_1 |
| Clock Skew | just over 10 ps |
| Clock latency on the worst-skew pair | about 360 ps |
| FMAX | 0.216 GHz |
| Antenna violation net count after detailed routing | 0 |
| Mapped Area | 7290 µm² |
| FP Rows | between 40 and 50 |
| Die y size | ~120 µm |
layer usage:
layer | part of all wire (%) | routed length (µm)
met5 | 0 | 0
met4 | 2.4 | 452
met3 | 8.4 | 1570
met2 | 46 | 8520
met1 | 43 | 8010
cell type report:
type                       instances  area [µm²]
tap                              180         225
timing repair buffer              33         303
fill                            1208        6070
multi-input combinational        587        4190
clock buffer                       9         225
sequential                        99        2790
inverter                          40         155
clock inverter                     7        86.3
worst max-delay path by stage:
| stage | startpoint | end | slack (ps) | cells after the start |
|---|---|---|---|---|
| CTS | j[0]$_DFFE_PP0P_ | whiteCount[2]$_SDFFCE_PP0P_ | 2260 | 12 |
| global route | j[0]$_DFFE_PP0P_ | whiteCount[0]$_SDFFCE_PP0P_ | 1890 | 12 |
| finish | j[0]$_DFFE_PP0P_ | whiteCount[2]$_SDFFCE_PP0P_ | 2280 | 12 |
report_power, final:
part / total, mW / internal [mW] / switching [mW] / leakage, nW
registers: 0.627 / 0.627 / 0 / 1.06
clock network: 0.525 / 0.262 / 0.263 / 0.153
logic: 0.0156 / 0.00411 / 0.0114 / 1.88
layout by cell type (no fill, tap or decap), types with 13 or more instances in the layout:
cell and n:
ha_1 68, nand2_1 66, nor2b_1 13, clkdlybuf4s50_1 22, inv_1 39, a21oi_1 57
edfxtp_1 61, dfrtp_1 31, xnor2_1 35, nor2_1 60, nand3_1 22, nor3_1 20
o21ai_0 47
worst max-delay path: stages (launching register included):
cell and delay (ps):
dfrtp_1 440, ha_1 250, fa_1 600, inv_1 260, ha_1 470, nand2_1 130
a2111oi_0 390, nor4_1 90, a211o_1 300, o211ai_1 220, a32oi_4 290, and2_1 260
nor4_1 570
stage by stage:
| stage | std cells | power (mW) | util [%] | worst slack (ps) | instance area (µm²) |
|---|---|---|---|---|---|
| after floorplan | 762 | 0.646 | - | 2530 | 7290 |
| after global placement | 939 | 0.656 | 54.6 | 2420 | 7660 |
| after detailed placement | 939 | 0.656 | 54.6 | 2270 | 7660 |
| after CTS | 955 | 1.18 | 56.8 | 2260 | 7980 |
| after global routing | 955 | 1.21 | 56.8 | 1890 | 7980 |
| final | 955 | 1.17 | 56.8 | 2280 | 7980 |
sequential cells by signal, indices dropped and copies added (netlist names), 2 cells and up:
register       flops
y                  5
x                  5
weigSubstate       2
tempData          38
DiagonalNW         6
whiteCount         3
YlocV              5
mainState          3
XlocV              5
lastEmptyCell      5
i                  5
j                  5
blackCount         3
memSubstate        2
weight             4
cells by family after synthesis:
logic type / synth area share [%]
compound gates: 19.2
xor+xnor: 5.17
fa+ha+maj: 14.3
buf+inv: 4.22
flops: 38.3
mux: 2.68
simple gates: 16.1
Power and IR drop assume default switching activity.
